==> /design/flow/run.sh <==
#!/bin/bash
# OpenROAD 26Q1-2900-gdf79404cd8, Yosys 0.63+post, stock flow scripts
make -C /OpenROAD-flow-scripts/flow DESIGN_CONFIG=/design/flow/config.mk WORK_HOME=/design/flow/orfs finish
==> /design/flow/config.mk <==
export PLATFORM = sky130hd
export DESIGN_NAME = wrapper
export DESIGN_NICKNAME = wrapper
export VERILOG_FILES = /design/flow/design.v
export SDC_FILE = /design/flow/constraint.sdc
export NUM_CORES = 4
export LEC_CHECK = 1
export CORE_AREA = 10 10 90 90
export DIE_AREA = 0 0 100 100
==> /design/flow/constraint.sdc <==
current_design wrapper

set clk_period 3.6
set clk_io_pct 0.2

create_clock -name clk0 -period $clk_period [get_ports {clk}]

set non_clock_inputs [all_inputs -no_clocks]
set_input_delay [expr $clk_period * $clk_io_pct] -clock clk0 $non_clock_inputs
set_output_delay [expr $clk_period * $clk_io_pct] -clock clk0 [all_outputs]
==> /design/flow/design.v <==
`timescale 1ns / 1ps
module counter(
    input clk,           
    output [2:0] B       
    );
reg [27:0] counter;
always @ (posedge clk)
begin
    counter <= counter + 1;
end
assign B = counter[27:25];
endmodule
`timescale 1ns / 1ps
module decoder3_8(
    input EN,
    input [2:0] S,
    output reg [7:0] Y
    );
always @ (S, EN)
begin
    Y <= 8'b00000000;
    case (S)
        3'b000: Y[0] <= EN;
        3'b001: Y[1] <= EN;
        3'b010: Y[2] <= EN;
        3'b011: Y[3] <= EN;
        3'b100: Y[4] <= EN;
        3'b101: Y[5] <= EN;
        3'b110: Y[6] <= EN;
        3'b111: Y[7] <= EN;
        default Y <= 0;
    endcase
end
endmodule
`timescale 1ns / 1ps
module mux_8_1(
    input [7:0] I,       
    input [2:0] S,       
    output Y             
    );
reg tmp;
always @ (S, I)
begin
    case (S)
    3'b000: tmp <= I[0];
    3'b001: tmp <= I[1];
    3'b010: tmp <= I[2];
    3'b011: tmp <= I[3];
    3'b100: tmp <= I[4];
    3'b101: tmp <= I[5];
    3'b110: tmp <= I[6];
    3'b111: tmp <= I[7];
    default: tmp <= 0;
    endcase
end 
assign Y = tmp;
endmodule
`timescale 1ns / 1ps
module wrapper(
    input [7:0] sw,          
    input clk,                   
    output [7:0] led,            
    output [1:0] RGB_led_A       
    );
wire sdata;              
wire [2:0] cdata;        
counter count (
    .clk(clk),
    .B(cdata)
    );
mux_8_1 input_mux (
    .I(sw),
    .S(cdata),
    .Y(sdata)
    );
 decoder3_8 output_demux (
    .EN(sdata),
    .S(cdata),
    .Y(led)
    );
assign RGB_led_A[0] = sdata;
endmodule
==> changes_impl.md <==
### Physical design

- Status: completed
- Crit start category: input pin
- Critical Path AT: 2.24 ns
- FP Util: 0.194
- Flops & latches, synth: 28
- Design Area, Final: 0.00151 mm²
- GRT Residual Overflow: 0
- Yosys stat cell total: 123
- CP max stage cell: clkdlybuf4s50_1
- Dominant cell area share: 0.460
- Hold WC Path Type: flip-flop to flip-flop
- Post-route non-filler standard cell count: 216
- Largest net degree at the start of global routing: 16
- Clock latency (worst-skew pair): 0.27 ns
- Buf/Inv on CP: 2
- Number of flops mapped to enable cells by yosys: 0
- Slowest cell delay on critical path: 0.49 ns
- Warnings, synthesis: 4
- Clk slew on worst S/H paths: 0.09 ns
- I/O Buffers: 17
- Peak supply drop: 0.282 mV
- Tcrit/Tclk final: 0.823
- Hold Fails Final Rpt: 0
- Min Tclk post-route: 2.96 ns
- Number of global-route vias before repair: 790
- IO Pins: 19
- R2R setup slack: 2.02 ns
- Setup TNS: 0 ns
- Mapped Cells: 123
- CP endpoint kind: primary output
- Clk buf depth: 2
- Max_cap viols: 0
- Antenna Cells: 0
- Area reported by Yosys stat: 0.00122 mm²
- CTS sink count: 28
- Die footprint: 0.0100 mm²
- Post-synth area hogs: dfxtp_1 (46%), xnor2_1 (14%), nand3_1 (5.3%), xor2_1 (5.0%), nand4_1 (4.1%)
- DR WL/cell: 9.63 µm
- Fin. max-slew vios: 0
- Setup violations, final: 0
- Drt drc: 0
- Crit Path Max Fanout: 2
- Post-CTS Setup Inserts: 0
- Number of flip-flops in the largest register: 28
- CP most frequent cell: clkdlybuf4s50_1
- Top cells by count, synth: dfxtp_1 (28), xnor2_1 (19), nand3_1 (13)
- Die H: 100 µm
- Critical Path RT: 2.88 ns
- Vias per cell: 3.98
- Hold-fix buffers at CTS: 0
- CTS root buf: clkbuf_8
- Ys flop type: dfxtp_1
- Biggest regs: count.counter (28)
- Die W: 100 µm
- Post-synth ARST share: 0
- Tot GR Track Use: 0.0426
- Crit Path Category: input pin to primary output
- Layout cells sized above 1: 0.0576
- Hpwl dp: 1580 µm
- Power Density: 336 mW/mm²
- DP Area: 0.00146 mm²
- Most flop-heavy register: count.counter
- Initial DRC count: 47
- # rows: 29
- Unique cell types: 25
- Max Freq: 338 MHz
- Synth Cell Area: 0.00122 mm²
- CP Cell Sequence: clkdlybuf4s50_1, nor4bb_1, nor4_1, a31oi_1, clkdlybuf4s50_1
- Placer Congestion: 0.850
- H-tree depth: 1
- Syn Area/Cell: 9.90 µm²
- CTS tree: built
- Pleak: 0.000526 µW
- Detail Route Antenna Nets: 0
- Vias: 859
- TritonCTS buffer count: 3
- Largest area contributor in the netlist: dfxtp_1
- Antenna violations before repair: 0
- Sequential cell area fraction in the yosys report: 0.460
- Synthesis-to-finish area growth: 24.3%
- Crit path max-delay family: buffers and inverters
- Dpl cells: 212
- Number of detailed-route iterations in the first pass: 4
- CTS resizes: 0
- RSZ-0062 raised after global routing: no
- First-pass GRT wire length: 3640 µm
- Skew final: 0.00558 ns
- Routed WL: 2080 µm
- Cell with the most instances after synthesis: dfxtp_1
- Core Region: 0.00628 mm²
- Tool warning count: 25
layer usage:
layer / up-vias / GRT usage / part of all wire
met5: - / 0 / 0
met4: 0 / 0.00761 / 0.023
met3: 4 / 0.0111 / 0.035
met2: 9 / 0.0667 / 0.46
met1: 395 / 0.0587 / 0.48
li1: 451 / - / -
logic make-up after synthesis:
group | Yosys count | share of synthesized area
adders and majority gates | 1 | 0.0103
DFF | 28 | 0.460
other | 1 | 0.00308
xor gates and xnor gates | 26 | 0.187
buffers and inverters | 8 | 0.0308
AOI/OAI and AO/OA | 1 | 0.00514
and+or+nand+nor | 58 | 0.303
layout by cell type, fill, tap and decap left out:
cell type / count
dfxtp_1: 28
xnor2_1: 19
clkdlybuf4s50_1: 17
nand3_1: 13
nand2_1: 9
nand4_1: 8
xor2_1: 7
nor3_1: 6
nor2_1: 6
clkbuf_8: 4
inv_1: 3
and2_1: 2
nor4_4: 2
and3_1: 2
or3_1: 2
and4b_1: 2
and4_1: 1
nand4_4: 1
nor4_2: 1
nor4bb_1: 1
and3b_1: 1
nor4_1: 1
a31oi_1: 1
ha_1: 1
conb_1: 1
through the flow:
stage | hold slack [ns] | setup slack (ns) | total power [µW] | utilization
after detailed placement | 0.389 | 0.629 | 329 | 0.232
final | 0.407 | 0.639 | 509 | 0.241
after floorplan | 0.370 | 1.56 | 319 | -
after global routing | 0.434 | 0.501 | 530 | 0.241
after global placement | 0.385 | 0.677 | 329 | 0.232
after CTS | 0.412 | 0.624 | 517 | 0.241
power breakdown:
part	switching (µW)	leakage (µW)	internal [µW]
combinational	1.93	0.000272	10.0
sequential	0	0.000225	309
clock	89.7	0.0000288	97.7
final timing paths:
path / start / to / cells past startpoint
max reg2reg: count.counter[3] / count.counter[27] / 4
min: count.counter[0] / count.counter[0] / 1
max: sw[4] / RGB_led_A[0] / 5
min reg2reg: count.counter[0] / count.counter[0] / 1
layout make-up:
class / instances / area [µm²]
Fill cell: 666 / 4760
Inverter: 3 / 11.3
Sequential cell: 28 / 561
Clock buffer: 4 / 55.1
Timing Repair Buffer: 17 / 170
Multi-Input combinational cell: 87 / 619
Tap cell: 77 / 96.3
worst register-to-register path, stage by stage, from the launching register on:
cell and delay, ns:
dfxtp_1 0.43, nand4_4 0.20, nor4_4 0.53, nand4_1 0.17
xnor2_1 0.15
Power is estimated from default activity; no workload was simulated.
